File: design/flow/design.v
module processor(mem_wr_data, mem_wr_addr, mem_wr_en, mem_rd_data1, mem_rd_addr1,
	mem_rd_data2, mem_rd_addr2, reset, clk);
	parameter n=8;
	output reg [n-1:0] mem_wr_data;
	output reg [n-1:0] mem_wr_addr;
	output reg mem_wr_en;
	input [n-1:0] mem_rd_data1;
	output [n-1:0] mem_rd_addr1;
	input [n-1:0] mem_rd_data2;
	output [n-1:0] mem_rd_addr2;
	input reset;
	input clk;
	wire [n-1:0] REG0, REG1, REG2, REG3, OPR0, OPR1;
	assign 	REG0 = REG[0], REG1 = REG[1],
		REG2 = REG[2], REG3 = REG[3],
		OPR0 = OPR[0], OPR1 = OPR[1];
	wire [n-1:0] IR0, IR1, IR2, IR3;
	assign IR0=IR[0],IR1=IR[1],IR2=IR[2],IR3=IR[3];
	parameter [2:0]
		st_if  = 3'b000,
		st_id  = 3'b001,
		st_ex  = 3'b010,
		st_me  = 3'b011,
		st_wb  = 3'b100;
	reg[2:0] state;
	reg [n-1:0] mem_rd_addr2;
	reg[n-1:0] PC;  
	reg[n-1:0] IR [3:0];  
	reg[n-1:0] REG [3:0];  
	reg[n-1:0] OPR [1:0];  
	assign mem_rd_addr1 = PC;  
	parameter ir_opcode_hi = 7;
	parameter ir_opcode_lo = 5;
	parameter ir_reg1_hi = 4;
	parameter ir_reg1_lo = 3;
	parameter ir_reg0_hi = 2;
	parameter ir_reg0_lo = 1;
	parameter ir_dst = 0;
	parameter [2:0]
		add  = 3'b000,
		addi = 3'b001,
		sub  = 3'b010,
		subi = 3'b011,
		mov  = 3'b100,
		movi = 3'b101,
		beq  = 3'b110,
		blt  = 3'b111;
	parameter [n-1:0] nop = 8'h xx;
	wire wr_ops;
	assign wr_ops = (IR[0] !== nop && stall !== 1'b1);
	reg branch, stall;  
	reg [n-1:0] br_off;  
	reg [n-1:0] id_r1, id_r2, ex_r1, me_r1, imm_val;
	wire wr, imm0, imm1, imm2, read2, read1, read0;
	assign imm0 = (IR[0][7:5] == addi || IR[0][7:5] == subi || IR[0][7:5] == movi || IR[0][7:5] == blt || IR[0][7:5] == beq);
	assign imm1 = (IR[1][7:5] == addi || IR[1][7:5] == subi || IR[1][7:5] == movi || IR[1][7:5] == blt || IR[1][7:5] == beq);
	assign imm2 = (IR[2][7:5] == addi || IR[2][7:5] == subi || IR[2][7:5] == movi || IR[2][7:5] == blt || IR[2][7:5] == beq);
	assign imm3 = (IR[3][7:5] == addi || IR[3][7:5] == subi || IR[3][7:5] == movi || IR[3][7:5] == blt || IR[3][7:5] == beq);
	assign read2 = (IR[0][7:5] == add || IR[0][7:5] == sub || IR[0][7:5] == beq || IR[0][7:5] == blt);
	assign read1 = (IR[0][7:5] == addi || IR[0][7:5] == subi || (IR[0][7:5] == mov && ~IR[0][0]));
	assign read0 = (IR[0][7:5] == mov && IR[0][0]);
	reg [1:0] wd_ex, wd_wb, wd_me; 
	wire df1_me, df2_me, df1_wb, df2_wb;
	assign wr  = ~(IR[0][7:5] == blt || IR[0][7:5] == beq);
	assign df1_me = (IR[0][2:1] == wd_me && IR[2][2:0] !== 3'b000);
	assign df2_me = (IR[0][4:3] == wd_me && IR[2][2:0] !== 3'b000);
	assign df1_wb = (IR[0][2:1] == wd_wb && IR[3][2:0] !== 3'b000);
	assign df2_wb = (IR[0][4:3] == wd_wb && IR[3][2:0] !== 3'b000);  
	always@(*) begin
		if (read2) begin  
			if ((IR[0][2:1] == wd_ex || IR[0][4:3] == wd_ex) && IR[1][2:0] != 3'b000) stall <= 1'b1;
			else stall <= 1'b0;
		end else if (read1) begin
			if (IR[0][4:3] == wd_ex && IR[1][2:0] != 3'b000) stall <= 1'b1;
			else stall <= 1'b0;
		end else if (read0) begin
			if (IR[0][2:1] == wd_ex && IR[1][2:0] != 3'b000) stall <= 1'b1;
			else stall <= 1'b0;
		end else
			stall <= 1'b0;			
	end
	always@(*) begin
		if (IR[1][0] || imm1) wd_ex <= IR[1][4:3];
		else	              wd_ex <= IR[1][2:1];
		if (IR[2][0] || imm2) wd_me <= IR[2][4:3];
		else	              wd_me <= IR[2][2:1];
		if (IR[3][0] || imm3) wd_wb <= IR[3][4:3];
		else	              wd_wb <= IR[3][2:1];
	end
	always@(*) begin
		if (IR[0][2:0] == 3'b001) begin
			if (df1_me) 	 mem_rd_addr2 <= ex_r1;
			else if (df1_wb) mem_rd_addr2 <= me_r1;
			else		 mem_rd_addr2 <= REG[IR[0][2:1]];
		end
	end
	always@(posedge clk or posedge reset) begin
		if(reset) begin
			PC    <= 8'h 00;
			IR[0] <= 8'h xx;
		end else if(stall !== 1'b1) begin
			if(branch) begin 
				if (br_off[7]) PC <= PC - 1 - ~(br_off - 1);
				else	       PC <= PC - 1 + br_off;
			end else begin
				PC <= PC + 1;
			end
			if(imm0 || branch) IR[0] <= nop;
			else	 	   IR[0] <= mem_rd_data1;
		end
	end
	always@(posedge clk or posedge reset) begin
		if(reset) begin
			IR[1] <= 8'hxx;
			id_r1 <= 8'h00;
			id_r2 <= 8'h00;
		end else begin
			if(IR[0] !== nop && stall !== 1'b1) begin
				if (IR[0][2:0] == 3'b001) begin
					id_r1 <= mem_rd_data2;
				end else begin
					if (df1_me) 	 id_r1 <= ex_r1;
					else if (df1_wb) id_r1 <= me_r1;
					else		 id_r1 <= REG[IR[0][2:1]];
				end
				if (df2_me) 	 id_r2 <= ex_r1;
				else if (df2_wb) id_r2 <= me_r1;
				else		 id_r2 <= REG[IR[0][4:3]];
			end
			if (imm0) imm_val <= mem_rd_data1;
			if (stall || branch) IR[1] <= nop;
			else 		     IR[1] <= IR[0];
		end
	end
	always@(posedge clk or posedge reset) begin
		if (reset) begin
			IR[2] <= 8'hxx;
			ex_r1 <= 8'h00;
		end else begin
			case(IR[1][7:5])
			add:  begin ex_r1 <= id_r2 + id_r1;	end
			sub:  begin ex_r1 <= id_r2 - id_r1;	end
			addi: begin ex_r1 <= id_r2 + imm_val;	end
			subi: begin ex_r1 <= id_r2 - imm_val;	end
			movi: begin ex_r1 <= imm_val;		end
			mov:  begin 
				if (IR[1][0]) ex_r1 <= id_r1;
				else 	      ex_r1 <= id_r2;
			end
			default: begin 				end
			endcase
			case(IR[1][7:5])
			beq: begin
				if (id_r2 == id_r1) begin
					branch <= 1'b1;
					br_off <= imm_val;
				end
			end
			blt: begin
				if (id_r2 < id_r1) begin
					branch <= 1'b1;
					br_off <= imm_val;
				end
			end
			default: begin branch <= 1'b0; end
			endcase
			if (branch) IR[2] <= nop;
			else 	    IR[2] <= IR[1];
		end
	end
	always@(posedge clk or posedge reset) begin
		if(reset) begin
			IR[3] <= 8'hxx;
			me_r1  <= 8'h00;
			mem_wr_addr <= 8'h00;
			mem_wr_data <= 8'h00;
			mem_wr_en   <= 1'b0;
		end else begin
			if (IR[2][2:0] == 3'b000 && IR[2] !== nop) begin
				mem_wr_addr <= REG[0];
				mem_wr_data <= ex_r1;
				mem_wr_en <= 1'b1;
			end else
				mem_wr_en <= 1'b0;
			me_r1 <= ex_r1;
			IR[3] <= IR[2];
		end
	end
	always@(posedge clk) begin
		if (IR[3][2:0] !== 3'b000 && IR[3][7:6] != 2'b11 && IR[3] !== nop) 
			REG[wd_wb] <= me_r1;
	end
endmodule
File: design/flow/run.sh
#!/bin/bash
# OpenROAD 26Q1-2900-gdf79404cd8, Yosys 0.63+post, stock flow scripts
make -C /OpenROAD-flow-scripts/flow DESIGN_CONFIG=/design/flow/config.mk WORK_HOME=/design/flow/orfs finish
File: design/flow/config.mk
export PLATFORM = sky130hd
export DESIGN_NAME = processor
export DESIGN_NICKNAME = processor
export VERILOG_FILES = /design/flow/design.v
export SDC_FILE = /design/flow/constraint.sdc
export NUM_CORES = 4
export LEC_CHECK = 1
export CORE_UTILIZATION = 40
File: design/flow/constraint.sdc
current_design processor

set clk_period 6.3
set clk_io_pct 0.2

create_clock -name clk0 -period $clk_period [get_ports {clk}]

set non_clock_inputs [all_inputs -no_clocks]
set_input_delay [expr $clk_period * $clk_io_pct] -clock clk0 $non_clock_inputs
set_output_delay [expr $clk_period * $clk_io_pct] -clock clk0 [all_outputs]
==> impl_metrics.tcl <==
# implementation run metrics
set metrics [dict create \
    grt_start_max_net_pins 32 \
    hp-start "IR[1][3]" \
    grt_usage_pct 16.0 \
    crit_end "PC[3]" \
    power.density_nw_per_um2 592 \
    cts_tree "yes" \
    synth-seq-cells 81 \
    fillCellCount 896 \
    worstSetupPathType "reg -> reg" \
    swShare_pct 40.6 \
    reg2reg_slack_ns 3.58 \
    drc 0 \
    drive_gt1_share_pct 9.93 \
    period_minus_slack_ns 2.72 \
    dp_hpwl_mm 5.74 \
    dp_slack_ns 3.59 \
    unclocked_pins 8 \
    cts_resized 0 \
    warnings 34 \
    fin_worst_skew_ns 0.0120 \
    worstMarginPinSlew_ns 0.854 \
    die_h_um 104 \
    insertion_delay_ns 0.34 \
    num_vias 2849 \
    yosysTopAreaCellShare_pct 33.4 \
    syn_inst 394 \
    maxSlewViolCount 0 \
    areaGrowthSynthToFinish_pct 12.0 \
    ys_cells 394 \
    synthMostInstantiatedCell "dfrtp_1" \
    cts-root-buf "clkbuf_8" \
    ys_warn_count 3 \
    fin_util_pct 47.1 \
    wl_per_cell_um 14.0 \
    fmax_ghz 0.368 \
    logic_area_um2 1940 \
    untimed_endpoints 16 \
    io_pins 51 \
    common_cells "56 x dfrtp_1, 32 x nor2_1, 24 x nand2_1, 20 x xnor2_1" \
    crit_required_ns 6.58 \
    period_used_pct 43.2 \
    crit_arrival_ns 3.00 \
    post_dp_cell_area_um2 4490 \
    cts_max_level 3 \
    edf_count 17 \
    cts_hold_buf 0 \
    cts_buffer_depth 2 \
    r2r_start "IR[1][5]" \
    max_slew_margin_pct 42.7 \
    cp_max_fo 23 \
    drt-initial-drc-count 183 \
    seq_power_share_pct 36.6 \
    top_area_cell "dfrtp_1" \
    finalHoldViolations 0 \
    cp-startpoint "IR[1][5]" \
    min_path_type "reg -> reg" \
    cap_violations 0 \
    combPwrFrac_pct 49.8 \
    p_switching_mw 1.13 \
    p_clk_share_pct 13.6 \
    chip_area_um2 10900 \
    die_x_um 104 \
    setup_ws_ns 3.58 \
    grt_pass1_vias 2723 \
    regArea_um2 2030 \
    row_count 36 \
    postCtsSetupBuffers 0 \
    io_buffers 25 \
    run_status "completed" \
    clkTransAtPathRegs_ns 0.09 \
    antenna_found_initial 0 \
    core-area_um2 9950 \
    worstRegToRegCells 7 \
    top_cells_by_area "dfrtp_1 33%, edfxtp_1 12%, xnor2_1 4.2%" \
    initCoreUtil_pct 42.1 \
    grt_setup_unrepaired "no" \
    grt-ovfl-total 0 \
    avgViaCountPerCell 5.12 \
    ff_type "dfrtp_1" \
    r2r_end "PC[3]" \
    yosys_area_um2 4190 \
    tns_ns 0 \
    avgSynthCellArea_um2 10.6 \
    p_int_mw 1.65 \
    ir_drop_v 0.000458 \
    final_area_um2 4690 \
    p_leak_nw 1.91 \
    async_flop_share_pct 69.1 \
    antenna_cells 0 \
    numCtsBuffers 9 \
    synth.distinct_cells 65 \
    grt_pass1_wl_mm 13.6 \
    routed_wirelength_mm 7.79 \
    gp_congestion 0.891 \
    cp-end-kind "flip-flop" \
    antenna_left 0 \
    start_kind "flip-flop" \
    synth_area_um2 4190 \
    dr.pass1.iters 4 \
    finalSetupViolCount 0 \
]
==> cell families (layout without fill, tap and decap cells) <==
logic type / Yosys count / count (layout) / synth area share [%]
simple gates: 116 / 116 / 14.6
compound gates: 83 / 83 / 14.7
flops: 73 / 73 / 45.6
buf+inv: 51 / 64 / 6.72
xor+xnor: 30 / 30 / 6.45
mux: 19 / 19 / 4.93
fa+ha+maj: 13 / 13 / 4.06
latches: 8 / 8 / 2.87
other cells: 1 / 17 / 0.0895
==> cell usage in the layout (no fill, tap or decap), types with 3 or more instances in the layout <==
| cell | instances |
|---|---|
| clkbuf_8 | 9 |
| o21ai_0 | 19 |
| mux2_1 | 4 |
| mux2i_1 | 8 |
| nor4_1 | 3 |
| or3_1 | 5 |
| xor2_1 | 9 |
| nand2_1 | 24 |
| conb_1 | 17 |
| a31oi_1 | 3 |
| nand3_1 | 8 |
| xnor2_1 | 20 |
| edfxtp_1 | 17 |
| buf_4 | 4 |
| nor2_1 | 32 |
| ha_1 | 12 |
| a21oi_1 | 15 |
| clkdlybuf4s50_1 | 25 |
| nand2b_1 | 4 |
| dlxtn_1 | 8 |
| dfrtp_1 | 56 |
| inv_1 | 17 |
| nor2b_1 | 10 |
| nand4_1 | 4 |
| a211oi_1 | 4 |
| a22o_1 | 12 |
| or2_2 | 3 |
| nor3_1 | 11 |
| mux2_2 | 6 |
| inv_6 | 3 |
==> layer usage <==
metal	share of wire, %	GRT usage [%]	up-vias
met5	0	0	-
met4	1.2	1.73	0
met3	4.5	3.70	7
met2	45	23.8	65
met1	50	25.5	1340
li1	-	-	1437
==> worst min path at each step <==
| stage | to | cells after the start | slack [ns] |
|---|---|---|---|
| global route | IR[2][3] | 0 | 0.39 |
| CTS | IR[2][3] | 0 | 0.38 |
| finish | IR[2][3] | 0 | 0.38 |
==> critical path, stage by stage (launching register included) <==
cell and delay (ns):
dfrtp_1 0.62, a211oi_4 0.38, mux2i_1 0.34, mux2i_1 0.31
o32ai_4 0.17, buf_4 0.25, or4_1 0.48, nand3_1 0.09
==> registers in the layout, indices dropped and copies added, names as in the netlist <==
name and count:
IR 32, PC 8, br_off 8, ex_r1 8, imm_val 8, me_r1 8, mem_rd_addr2 8, branch 1
==> area by class of cell <==
type / instances / area share, %
clock buffers: 9 / 2.64
clock inverters: 7 / 1.73
inverters: 19 / 1.52
multi-input cells: 278 / 41.3
flip-flops and latches: 81 / 43.3
well taps: 133 / 3.55
repair buffers: 29 / 5.97
==> power groups by stage <==
| stage | clock network [mW] | logic [mW] | registers (mW) |
|---|---|---|---|
| 4_1_cts | 0.392 | 1.39 | 1.02 |
| 5_1_grt | 0.409 | 1.56 | 1.06 |
| 6_report | 0.378 | 1.38 | 1.02 |
==> metrics by stage <==
step / std cells / power (mW) / hold WS, ns
finish: 556 / 2.78 / 0.383
global route: 556 / 3.03 / 0.392
CTS: 556 / 2.81 / 0.384
detailed placement: 540 / 2.42 / 0.363
global placement: 540 / 2.39 / 0.360
floorplan: 410 / 2.05 / 0.352
No activity file was given, so power comes from the tool's default toggle rates.
